File: flow/run.sh
#!/bin/bash
# OpenROAD 26Q1-2900-gdf79404cd8, Yosys 0.63+post, stock flow scripts
make -C /OpenROAD-flow-scripts/flow DESIGN_CONFIG=/design/flow/config.mk WORK_HOME=/design/flow/orfs finish
File: flow/config.mk
export PLATFORM = sky130hd
export DESIGN_NAME = clockdiv
export DESIGN_NICKNAME = clockdiv
export VERILOG_FILES = /design/flow/design.v
export SDC_FILE = /design/flow/constraint.sdc
export NUM_CORES = 4
export LEC_CHECK = 1
export CORE_AREA = 10 10 96 96
export DIE_AREA = 0 0 106 106
File: flow/constraint.sdc
current_design clockdiv

set clk_period 3.2
set clk_io_pct 0.2

create_clock -name clk0 -period $clk_period [get_ports {clk}]

set non_clock_inputs [all_inputs -no_clocks]
set_input_delay [expr $clk_period * $clk_io_pct] -clock clk0 $non_clock_inputs
set_output_delay [expr $clk_period * $clk_io_pct] -clock clk0 [all_outputs]
File: flow/design.v
`timescale 1ns / 1ps
module clockdiv(
	input wire clk,		 
	input wire clr,		 
	output wire dclk,		 
	output wire segclk,	 
	output wire slotclk
	);
reg [22:0] q;
always @(posedge clk or posedge clr)
begin
	if (clr == 1)
		q <= 0;
	else
		q <= q + 1;
end
assign segclk = q[17];
assign dclk = q[1];
assign slotclk = q[22];
endmodule
==> GITHUB_STEP_SUMMARY <==
## Synthesis and layout report

| Metric | Value |
|---|---|
| Status | finished clean |
| Final Max Slew Viols | 0 |
| CTS Root Cell | clkbuf_8 |
| Seq cells post-synth | 23 |
| Max Cap Viol | 0 |
| Post-synthesis simple-gate area fraction | 22.3% |
| Power per cell area | 386 nW/um^2 |
| Top logic family | simple AND/OR/NAND/NOR gates |
| Final Hold Fails | 0 |
| # Cells Yosys | 80 |
| Critical path arrival | 1.18 ns |
| CP endpoint kind | primary output |
| Setup tns final | 0 ns |
| Num CTS Buffers | 3 |
| Yosys stat area | 1000 um^2 |
| Synthesized area per cell | 12.5 um^2 |
| Iter 0 DRT Violations | 40 |
| Min-delay src | q[20]$_DFF_PP0_ |
| Placed cells | 184 |
| Count of cells along the worst hold path | 1 |
| Total power | 0.471 mW |
| Worst path slowest cell | clkdlybuf4s50_1 |
| GR Overflow Total | 0 |
| Worst-Margin Slew | 0.423 ns |
| Met1 Track Usage GR | 4.39% |
| Largest Register | q |
| Slew headroom | 71.6% |
| Worst Skew | 0.00591 ns |
| DP Wirelength | 1100 um |
| Worst setup path startpoint | q[17]$_DFF_PP0_ |
| Cell variety after synth | 16 |
| XOR/XNOR Area Share | 18.3% |
| Crit-path max FO | 4 |
| Adder share | 1.25% |
| Starting Density | 13.9% |
| Cell breakdown of the critical path | clkdlybuf4s50_1 |
| H-tree depth | 1 |
| Row Count | 31 |
| Worst r2r src | q[0]$_DFF_PP0_ |
| Met3 GRT Util | 1.16% |
| Non-filler cells, final | 188 |
| Log Warnings | 25 |
| Drt first pass iters | 4 |
| Residual DRC | 0 |
| Worst Path Buf+Inv | 1 |
| Vias in the first global route | 597 |
| First-pass GRT wire length | 2790 um |
| Hold Slack | 0.481 ns |
| Chip width | 106 um |
| Total track usage | 2.90% |
| Part of the cycle the worst path needs | 56.9% |
| Max reg flops | 23 |
| Area grow syn2layout | 21.7% |
| Synth Instances | 80 |
| Largest net degree at the start of global routing | 24 |
| Crit path DRT | 2.56 ns |
| Vert. Die Dim | 106 um |
| Crit path depth | 1 |
| Final Setup Violations | 0 |
| VDD IR max | 407 uV |
| Hold Path Class | reg -> reg |
| Clk latency late pin | 0.26 ns |
| Max frequency | 0.549 GHz |
| Num ports | 5 |
| Mapped Area | 1000 um^2 |
| R2r worst-path depth | 5 |
| Initial antenna violation count | 0 |
| Core Box Area | 7210 um^2 |
| Fillers | 819 |
| Routed via count | 582 |
| Routed WL | 1510 um |
| # diodes | 0 |
| CTS tree | done |
| Via-to-Cell Ratio | 3.10 |
| Top Registers | q (23) |
| Met2 usage | 3.93% |
| Crit Path Category | reg -> out |
| Clk sinks | 23 |
| Period minus WS final | 1.82 ns |
| Final GP Congestion | 0.783 |
| P_leak | 0.532 nW |
| Ao+oa area frac | 0% |
| Synth Seq Share | 57.4% |
| Mux share | 0% |
| Hold buffer count at CTS | 0 |
| RSZ-0062 raised after global routing | no |
| Max clock buf depth | 2 |
| Layout cells sized above 1 | 10.1% |
| Reg clk slew, reported paths | 0.08 ns |
| Synth warn | 1 |
| I/O Buffers | 4 |
| Setup crit start kind | flip-flop |
| Layer carrying the most global-route usage | met1 |
| Setup bufs post-CTS | 0 |
| Chip footprint | 11,200 um^2 |
| Count of antenna-violating nets left after detailed routing | 0 |
| Post-CTS Resized | 0 |
| Wire length per cell | 8.03 um |
| Crit-path leading delay family | buffers and inverters |
| CP max stage delay | 0.52 ns |
-- area by class of cell --
cell class | instances | area, um^2 | area share, %
Timing Repair Buffer | 5 | 47.5 | 3.89
Multi-Input combinational cell | 55 | 420 | 34.4
Inverter | 2 | 7.51 | 0.615
Clock inverter | 1 | 5.00 | 0.410
Clock buffer | 3 | 41.3 | 3.38
Tap cell | 99 | 124 | 10.1
Sequential cell | 23 | 576 | 47.1
-- placed cells by master, fill, tap and decap left out, types with 2 or more instances in the layout --
cell / Yosys / final
clkbuf_8: 0 / 3
nor2_1: 3 / 3
nand4_1: 3 / 3
xnor2_1: 16 / 16
inv_1: 2 / 2
dfrtp_1: 23 / 23
nand2_1: 6 / 6
and4_1: 3 / 3
clkdlybuf4s50_1: 0 / 4
xor2_1: 5 / 5
nand3_1: 12 / 12
-- layer usage --
metal | wire length, um | vias to the layer above | share of wire, %
met5 | 0 | - | 0
met4 | 13 | 0 | 0.86
li1 | - | 292 | -
met3 | 92 | 2 | 6.1
met1 | 785 | 274 | 52
met2 | 619 | 14 | 41
-- power by group --
group	internal [mW]	total (mW)	switching [mW]	leakage (nW)
logic	0.00196	0.00748	0.00551	0.194
registers	0.290	0.290	0	0.312
clock network	0.0867	0.173	0.0867	0.0255
-- worst register-to-register path, stage by stage (launching register included) --
cell and delay, ns:
dfrtp_1 0.40, ha_1 0.22, and4_1 0.32, nor4b_4 0.36, nand4_1 0.16, xnor2_1 0.14
-- cells by family after synthesis --
logic type               count (synthesis)
adder cells (fa/ha/maj)                  1
buffers and inverters                    2
XOR/XNOR                                21
flip-flops                              23
AND/OR/NAND/NOR                         33
-- through the flow --
step           instance area [um^2]  setup WS [ns]  util (%)
2_1_floorplan                  1000           1.68         -
3_3_place_gp                   1170           1.54      16.3
3_5_place_dp                   1170           1.49      16.3
4_1_cts                        1220           1.35      16.9
5_1_grt                        1220           1.31      16.9
6_report                       1220           1.38      16.9
-- synth_stat cells --
master / n / area, um^2
and3_1: 1 / 6.26
and3_2: 1 / 7.51
and4_1: 3 / 26.3
dfrtp_1: 23 / 576
ha_1: 1 / 12.5
inv_1: 2 / 7.51
nand2_1: 6 / 22.5
nand3_1: 12 / 60.1
nand4_1: 3 / 18.8
nand4_4: 1 / 21.3
nor2_1: 3 / 11.3
nor3_1: 1 / 5.00
nor4_4: 1 / 21.3
nor4b_4: 1 / 23.8
xnor2_1: 16 / 140
xor2_1: 5 / 43.8
-- path summary, 6_finish.rpt --
check                                  end  slack, ns
max in group asynchronous   q[0]$_DFF_PP0_       2.26
max reg2reg                q[20]$_DFF_PP0_       1.50
min                        q[20]$_DFF_PP0_       0.48
max                                 segclk       1.38
min in group asynchronous  q[19]$_DFF_PP0_       0.71
min reg2reg                q[20]$_DFF_PP0_       0.48
Power and IR drop assume default switching activity.
