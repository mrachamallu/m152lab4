$ cat design/flow/config.mk
export PLATFORM = sky130hd
export DESIGN_NAME = bank
export DESIGN_NICKNAME = bank
export VERILOG_FILES = /design/flow/design.v
export SDC_FILE = /design/flow/constraint.sdc
export NUM_CORES = 4
export LEC_CHECK = 1
export CORE_UTILIZATION = 50
$ cat design/flow/design.v
module bank(clk, b1, b10, b50, b100, randNum1, randNum2, randNum3, randNum4, rst, balance);
input clk;
input b1;  
input b10;
input b50;
input b100;
input [3:0] randNum1;
input [3:0] randNum2;
input [3:0] randNum3;
input [3:0] randNum4;
input rst;
output reg[26:0] balance;
reg[26:0] balanceR;
reg[26:0] deduction;
always @(posedge clk)
begin
	if (b100)
		deduction <= 100;
	else if (b50)
		deduction <= 50;
	else if (b10)
		deduction <= 10;
	else if (b1)
		deduction <= 1;
	else
		deduction <= 0;
end
always @(posedge clk)
begin
	 balance <= balanceR;
    if(rst)
	 begin
        balanceR <= 100;
		  balance <= balanceR;
		end
    else if(randNum1 == randNum2 && randNum2 == randNum3 && randNum3 == randNum4)
    begin
        if(b1)
            balanceR <= balanceR + 1;
        else if(b10)
            balanceR <= balanceR + 10;
        else if(b50)
            balanceR <= balanceR + 50;
        else if(b100)
            balanceR <= balanceR + 100;
    end
	 else
		begin
			balanceR <= balanceR - deduction;
		end
end
endmodule
$ cat design/flow/constraint.sdc
current_design bank

set clk_period 5.8
set clk_io_pct 0.2

create_clock -name clk0 -period $clk_period [get_ports {clk}]

set non_clock_inputs [all_inputs -no_clocks]
set_input_delay [expr $clk_period * $clk_io_pct] -clock clk0 $non_clock_inputs
set_output_delay [expr $clk_period * $clk_io_pct] -clock clk0 [all_outputs]
$ cat design/flow/run.sh
#!/bin/bash
# OpenROAD 26Q1-2900-gdf79404cd8, Yosys 0.63+post, stock flow scripts
make -C /OpenROAD-flow-scripts/flow DESIGN_CONFIG=/design/flow/config.mk WORK_HOME=/design/flow/orfs finish
==> summary.txt <==
yosys + openroad results -> area leader, netlist=dfxtp_1, Combinational Power Share=41.3%, Detailed Route WL=8980 um, Worst-Skew Late Latency=340 ps, DP Wirelength=6325 um, Sequential Power Share=36.8%, fin cells=approximately 560, setup TNS=0 ps, syn avg cell area=8.508 um^2, maximum vdd drop=approximately 0.24 mV, Starting DRT DRC Count=288, Die Ht=86.04 um, Crit. End Element=flop, switching share of total power=a little under two fifths, initial antenna violation count=0, P_int=roughly 1.2 mW, placed cells=approximately 540, Post-CTS Setup Bufs=0, number of global-route vias before repair=2857, kind of critical path=in -> reg, Area Growth Syn to Fin=21.01%, # rows=30, RSZ-0062 raised after global routing=false, Cell Type Count=64, post-route setup slack=roughly 2200 ps, Slew HR=46.47%, P_leak=between 1.5 and 2 nW, grt ovf=0, via count=3325, critical path data required time=6030 ps, top cells by count=60 x dfxtp_1, 34 x nor2_1, 28 x a21oi_1, crit path DAT=3800 ps, PD cells=452.8 nW/um^2, Slew Viols, Final=0, Top cells by area=dfxtp_1 34%, ha_1 4.3%, a21oi_1 4.0%, nor2_1 3.6%, nor2b_1 3.5%, die area=7402 um^2, M3 GR Usage=roughly 5.9%, vias per inst=5.969, CTS tree=yes, Wirelength per Cell=about 16 um, EDFF count, synth=0, Gate Count Post-Synth=415, Clock Path Buffers=2, Yosys Warn Count=1, crit path time final=~3600 ps, dominant synthesized flop cell=dfxtp_1, Post-CTS Resized=0, P_sw=approximately 0.73 mW, chip area line of the yosys report=3531 um^2, Top-Level Pins=49, ANT cells=0, CTS Root Cell=clkbuf_8, fraction of registers with async set/reset=0%, tally of OpenROAD warnings=28, GRT busiest layer=met1, Achievable Freq=0.2796 GHz, TritonCTS buffer count=9, min-delay worst type=reg -> reg, htree depth=3, Post-synth seq share=34.02%, met2 Use GR=33.98%, Worst Max-Slew Pin Slew=800.4 ps, fin util=62.89%, Area leader share=34.02%, cycle use final=about three fifths, final setup fails=0, drt drc=0, max_cap viols=0, most frequent cell after synthesis=dfxtp_1, worst-path fanout max=24, Post-Route Skew=10.68 ps, met1 usage=42.18%, total track usage=between 20% and 30%, endpoints failing hold=0, post-route cell area=about 4300 um^2, Flops after synth=60, Worst setup SP type=primary input, routability cong.=0.9472, core area=6794 um^2, Placed Instance Area=4049 um^2, die width=86.04 um, I/O Buffers=48, cts hold-fix bufs=0, clk slew on worst S/H paths=approximately 70 ps, pre-CTS setup slack=1910 ps, Pre-Place Util=51.97%, clock group share of total power=about 22%, status=finished, final reports clean, first-pass GRT wire length=approximately 15000 um, largest net degree at the start of global routing=approximately 40, DRT Pass-1 Iters=5, Netlist Area Pre-Place=3531 um^2, cell count in the Yosys report=415, CTS Sinks=60, ANT nets after route=0, share of cells above drive strength 1=~10%
registers in the layout, indices dropped and copies added, names as in the netlist:
register,count
balance,27
deduction,6
balanceR,27
power by group through the flow:
stage	Clock [mW]	Combinational [mW]	Sequential, mW
after CTS	0.432	0.790	0.707
after global routing	0.452	0.884	0.738
final	0.424	0.799	0.712
cells by family after synthesis:
group           count (synthesis)  synth area share [%]
compound gates                107                 20.62
xor+xnor                        9                 2.232
fa+ha+maj                      13                 4.819
buf+inv                        33                 4.146
flops                          60                 34.02
mux                            13                 4.146
simple gates                  180                 30.01
cells in the final DEF (no fill, tap or decap), types with 7 or more instances in the layout:
| cell | netlist | routed |
|---|---|---|
| nor2_1 | 34 | 34 |
| a21oi_1 | 28 | 28 |
| nand2_1 | 23 | 23 |
| clkbuf_8 | 0 | 10 |
| nand3_1 | 20 | 20 |
| o21ai_0 | 19 | 19 |
| nor3_1 | 17 | 17 |
| ha_1 | 12 | 12 |
| dfxtp_1 | 60 | 60 |
| nor2b_1 | 20 | 20 |
| mux2_1 | 7 | 7 |
| clkdlybuf4s50_1 | 0 | 48 |
| and4_1 | 7 | 7 |
| and2_1 | 9 | 9 |
| inv_1 | 13 | 13 |
| nor4_1 | 7 | 7 |
| or3_1 | 8 | 8 |
per-stage QoR:
| step | power [mW] | hold WS [ps] |
|---|---|---|
| final | 1.935 | 374.3 |
| after global routing | 2.074 | 377.8 |
| after CTS | 1.929 | 371.8 |
| after detailed placement | 1.494 | 361.4 |
| after global placement | 1.499 | 357.0 |
| after floorplan | 1.191 | 325.8 |
routing by layer:
layer / up-vias / part of all wire, %
li1: 1631 / -
met1: 1540 / 50
met2: 140 / 40
met3: 14 / 7.6
met4: 0 / 1.7
met5: - / 0
worst max-delay path: stages:
cell	delay, ps
clkdlybuf4s50_1	820
or2_4	470
nor3_1	190
a22o_2	240
or4b_1	450
a21oi_1	150
mux2_1	330
final timing paths:
path / startpoint / end / slack, ps / depth (start not counted)
setup / recovery: b1 / balanceR[25] / 2220 / 7
setup reg to reg: balanceR[2] / balanceR[25] / 2970 / 7
hold / removal: balanceR[26] / balance[26] / 370 / 0
hold reg to reg: balanceR[26] / balance[26] / 370 / 0
area by class of cell:
class / count / area, um^2
repair buffers: 50 / 495.5
clock inverters: 6 / 86.33
well taps: 96 / 120.1
clock buffers: 10 / 137.6
inverters: 13 / 48.80
fillers: 581 / 2521
multi-input cells: 322 / 2183
flip-flops and latches: 60 / 1201
Power and IR drop assume default switching activity.
