$ cat flow/run.sh
#!/bin/bash
# OpenROAD 26Q1-2900-gdf79404cd8, Yosys 0.63+post, stock flow scripts
make -C /OpenROAD-flow-scripts/flow DESIGN_CONFIG=/design/flow/config.mk WORK_HOME=/design/flow/orfs finish
$ cat flow/design.v
`timescale 1ns / 1ps
module display(clk, num1, num2, num3, num4, seg, an);
input wire clk;
input [3:0] num1;
input [3:0] num2;
input [3:0] num3;
input [3:0] num4;
reg [3:0] number;
output reg [7:0] seg;
output reg [3:0] an;
reg [1:0] activating_counter;
always @(posedge clk)  
begin
	case(activating_counter)
	2'b00: begin
		an = 4'b0111;  
		number = num1;
        activating_counter = 2'b01;
	end
	2'b01: begin
		an = 4'b1011;
		number = num2;
       activating_counter = 2'b10;
	end
	2'b10: begin
		an = 4'b1101;
		number = num3;
        activating_counter = 2'b11;
	end
	2'b11: begin
		an = 4'b1110;
		number = num4;
        activating_counter = 2'b00;
	end
	endcase
end
always @(*)
begin
	case(number)
	4'b0000: seg = 8'b11000000;  
	4'b0001: seg = 8'b11111001;  
	4'b0010: seg = 8'b10100100;  
	4'b0011: seg = 8'b10110000;  
	4'b0100: seg = 8'b10011001;  
	4'b0101: seg = 8'b10010010;  
	4'b0110: seg = 8'b10000010;  
	4'b0111: seg = 8'b11111000;  
	4'b1000: seg = 8'b10000000;  
	4'b1001: seg = 8'b10010000;  
	4'b1111: seg = 8'b11111111;  
	endcase
end
endmodule
$ cat flow/config.mk
export PLATFORM = sky130hd
export DESIGN_NAME = display
export DESIGN_NICKNAME = display
export VERILOG_FILES = /design/flow/design.v
export SDC_FILE = /design/flow/constraint.sdc
export NUM_CORES = 4
export LEC_CHECK = 1
export CORE_AREA = 10 10 76 76
export DIE_AREA = 0 0 86 86
$ cat flow/constraint.sdc
current_design display

set clk_period 1.8
set clk_io_pct 0.2

create_clock -name clk0 -period $clk_period [get_ports {clk}]

set non_clock_inputs [all_inputs -no_clocks]
set_input_delay [expr $clk_period * $clk_io_pct] -clock clk0 $non_clock_inputs
set_output_delay [expr $clk_period * $clk_io_pct] -clock clk0 [all_outputs]
==> impl_metrics.csv <==
group,metric,value,unit
run_status,status,"finished clean",
placement,pre_cts_slack,0.4622,ns
placement,placed_area,969.7,µm²
sta,fin_skew,0.0001753,ns
placement,place_hpwl,1225,µm
synthesis,ys_cells,75,
pwr,power.switching,0.0001129,W
grt,grt_start_max_net_pins,14,
synthesis,syn_avg_cell_area,9.059,µm²
grt,grt_pass1_vias,555,
die,die_w,86,µm
clock_tree,cts_root_buf,"clkbuf_8",
pwr,power_frac_seq,42.4,%
synthesis,yosysChipArea,679.4,µm²
sta,fin_crit_sh,74.88,%
die,io_pins,29,
synthesis,top_area_cell,"dfxtp_1",
cells_and_area,area_growth,50.83,%
pwr,intPower,0.0004854,W
grt,grt_pass1_wl,2456,µm
sta,min_period,1.348,ns
drt,drt_iter0_markers,35,
synthesis,yosys_warnings,1,
sta,slew_viol_final,0,
drt,antennaDiodeCount,0,
die,die_area,7396,µm²
critical_path,path_max_fanout,1,
placement,port_buffers,27,
drt,via_count,556,
critical_path,startpoint_type,"flop",
sta,grt_setup_unrepaired,"false",
synthesis,synth.cell_area,679.4,µm²
critical_path,critPathKind,"flop to output pin",
synthesis,ys_seq_elements,17,
drt,wl,1476,µm
synthesis,netlist.area_leader.share,29.47,%
flow_run,cap_violations,0,
die,initial_utilization,16.51,%
critical_path,cp_data_arrival_time,0.99,ns
die,rows,23,
pwr,power.density,583.8,nW/µm²
grt,grt_antenna_before_repair,0,
critical_path,critPathCaptureType,"output pin",
synthesis,syn_inst,75,
sta,timing.fmax,741.9,MHz
sta,holdWs,0.5702,ns
placement,place.gp.congestion,0.7252,
sta,hold_viol,0,
sta,setup_slack,0.4522,ns
clock_tree,post_cts_buffers,0,
grt,grtUsageTotal,3.904,%
sta,setup_viol,0,
clock_tree,cts.clk_slew.worst_paths,0.05,ns
grt,gr-total-overflow,0,
critical_path,required,1.44,ns
cells_and_area,final_core_util,24.90,%
min_path,hp-class,"flop to flop",
synthesis,synth.distinct_cells,26,
sta,tns,0,ns
drt,first_pass_iters,5,
clock_tree,cts_resized,0,
die,coreArea,4115,µm²
drt,antenna_left,0,
clock_tree,cts.path.max_buffers,2,
pwr,leakagePower,0.4199,nW
clock_tree,worstSkewPairLatency,0.23,ns
sta,untimed_endpoints,14,
drt,wl_per_cell,9.775,µm
die,die_h,86,µm
critical_path,worstPathCellList,"clkdlybuf4s50_1",
critical_path,path_buffers,1,
critical_path,cp_top_family,"buffers and inverters",
flow_run,log.warning_count,29,
clock_tree,cts.htree.levels,1,
pwr,vdd_drop_max,0.3211,mV
clock_tree,cts_buffers,3,
clock_tree,cts-hold-fix-buffers,0,
cells_and_area,fin_area,1025,µm²
pwr,p_sw_share,18.87,%
synthesis,yosys-top-cells-area,"dfxtp_1 29%, dlxtn_1 15%, ha_1 9.2%, a222oi_1 5.9%, a21oi_1 5.2%",
critical_path,slowest_stage,"clkdlybuf4s50_1",
drt,drc_errors,0,
cells_and_area,layout-drive-gt1-share,8.911,%
pwr,pwr-share-clk,45.1,%
drt,via_per_inst,3.682,
sta,unclocked_pins,7,
clock_tree,cts_tree,"yes",
critical_path,max_stage_delay,0.46,ns
pwr,pwr-share-comb,12.5,%
Yosys cell counts:
library cell	count
nand3_1	1
and2_2	1
o21ai_2	1
a21boi_1	1
nor3b_1	1
nor2b_1	1
nor2_1	5
dfxtp_1	10
nand2_2	1
nand2_1	6
dlxtn_1	7
xnor2_1	2
conb_1	1
buf_2	1
clkinv_1	1
o21ai_0	4
or3_4	1
buf_4	2
a222oi_1	4
o22ai_1	1
or3_1	2
buf_6	2
or2_2	1
ha_1	5
a21oi_1	7
inv_1	6
cells in the final DEF, fill, tap and decap left out, types with 2 or more instances in the layout:
| master | count |
|---|---|
| dlxtn_1 | 7 |
| a222oi_1 | 4 |
| dfxtp_1 | 10 |
| or3_1 | 2 |
| clkdlybuf4s50_1 | 27 |
| o21ai_0 | 4 |
| xnor2_1 | 2 |
| nor2_1 | 5 |
| ha_1 | 5 |
| nand2_1 | 6 |
| inv_1 | 6 |
| clkbuf_8 | 4 |
| a21oi_1 | 7 |
logic make-up after synthesis:
family	Yosys count	share of synthesized area (%)
AND-OR/OR-AND	18	17.31
XOR/XNOR	2	2.579
adder cells (fa/ha/maj)	5	9.208
buffers and inverters	12	10.13
flip-flops	10	29.47
latches	7	15.47
other	1	0.5520
AND/OR/NAND/NOR	20	15.29
worst paths after layout:
kind / start / end / slack, ns / cells after the start
worst min-delay path: activating_counter[1] / activating_counter[1] / 0.57 / 2
worst max register to register: activating_counter[0] / number[1] / 0.49 / 4
worst min register to register: activating_counter[1] / activating_counter[1] / 0.57 / 2
worst max-delay path: an[1] / an[1] / 0.45 / 1
power groups by stage:
stage | clock (W) | combinational [W] | sequential [W]
4_1_cts | 0.000281 | 0.0000757 | 0.000254
6_report | 0.000270 | 0.0000749 | 0.000254
5_1_grt | 0.000297 | 0.0000833 | 0.000256
state kept, by name (all words and copies together), names as in the netlist:
signal	cells
activating_counter	2
an	4
number	4
seg	7
worst reg2reg max path, delay by kind of cell (launching register included):
kind | cells | cell delay [ns]
buf+inv | 1 | 0.09
flops | 1 | 0.36
fa+ha+maj | 1 | 0.27
compound gates | 2 | 0.46
metrics by stage:
step	power, W	instances
after floorplan	0.0002927	75
after global placement	0.0003322	147
after detailed placement	0.0003335	147
after CTS	0.0006104	151
after global routing	0.0006359	151
final	0.0005983	151
layout make-up:
type	instances	area (µm²)
Clock buffer	4	55.05
Fill cell	434	3090
Inverter	7	26.28
Multi-Input combinational cell	46	305.3
Sequential cell	17	305.3
Tap cell	50	62.56
Timing Repair Buffer	27	270.3
routing by layer:
metal / share of wire (%) / vias to the layer above / GRT usage [%]
met5: 0 / - / 0
met4: 0 / 0 / 0.5988
met3: 17 / 0 / 2.765
met2: 32 / 34 / 4.530
met1: 51 / 221 / 5.655
li1: - / 301 / -
Power figures rest on the tool's default switching activity, not on a simulated workload.
